`design/flow/run.sh`:
```
#!/bin/bash
# OpenROAD 26Q1-2900-gdf79404cd8, Yosys 0.63+post, stock flow scripts
make -C /OpenROAD-flow-scripts/flow DESIGN_CONFIG=/design/flow/config.mk WORK_HOME=/design/flow/orfs finish
```
`design/flow/config.mk`:
```
export PLATFORM = sky130hd
export DESIGN_NAME = seq_detect_1011
export DESIGN_NICKNAME = seq_detect_1011
export VERILOG_FILES = /design/flow/design.v
export SDC_FILE = /design/flow/constraint.sdc
export NUM_CORES = 4
export LEC_CHECK = 1
export CORE_AREA = 10 10 70 70
export DIE_AREA = 0 0 80 80
```
`design/flow/design.v`:
```
module seq_detect_1011(seq_seen, inp_bit, reset, clk);
  output  seq_seen;
  input inp_bit;
  input reset;
  input clk;
  parameter IDLE = 0,
            SEQ_1 = 1, 
            SEQ_10 = 2,
            SEQ_101 = 3,
            SEQ_1011 = 4;
  reg [2:0] current_state, next_state;
  assign seq_seen = current_state == SEQ_1011 ? 1 : 0;
  always @(posedge clk)
  begin
    if(reset)
    begin
      current_state <= IDLE;
    end
    else
    begin
      current_state <= next_state;
    end
  end
  always @(inp_bit or current_state)
  begin
    case(current_state)
      IDLE:
      begin
        if(inp_bit == 1)
          next_state = SEQ_1;
        else
          next_state = IDLE;
      end
      SEQ_1:
      begin
        if(inp_bit == 1)
          next_state = SEQ_1;      
        else
          next_state = SEQ_10;
      end
      SEQ_10:
      begin
        if(inp_bit == 1)
          next_state = SEQ_101;
        else
          next_state = IDLE;
      end
      SEQ_101:
      begin
        if(inp_bit == 1)
          next_state = SEQ_1011;
        else
          next_state = SEQ_101;     
      end
      SEQ_1011:						 
      begin
		if (inp_bit == 1)
		   next_state = SEQ_1;
		else
           next_state = SEQ_10;
      end
    endcase
  end
endmodule
```
`design/flow/constraint.sdc`:
```
current_design seq_detect_1011

set clk_period 1.0
set clk_io_pct 0.2

create_clock -name clk0 -period $clk_period [get_ports {clk}]

set non_clock_inputs [all_inputs -no_clocks]
set_input_delay [expr $clk_period * $clk_io_pct] -clock clk0 $non_clock_inputs
set_output_delay [expr $clk_period * $clk_io_pct] -clock clk0 [all_outputs]
```
==> results.yml <==
# flow metrics
run_status:
  status: "complete, no violations"
final_timing:
  worst_pin_slew_ps: 233
  unclocked_regs: 3
  period_needed_ps: 997
  rsz0062_at_grt: "true"
  slew_violations: 0
  setup_viol: 0
  hold_viol: 0
  post-route-period-util_pct: 99.7
  unconstrained_endpoints: 3
  fmaxAchievable_ghz: 1.00
  hold_ws_ps: 558
  relSlewSlack_pct: 84.2
job:
  warning_count: 27
  drv_cap: 0
placed_design:
  place_area_sq_um: 305
  dp_hpwl_um: 305
  gp_congestion: 0.717
  io_buffer_count: 3
global_route:
  grtUsageMet2_pct: 1.36
  met3_usage_pct: 0.568
  grt_max_degree: 6
  top_usage_layer: "met2"
  use_met1_pct: 1.20
  grt_pass1_vias: 144
  grt_use_total_pct: 1.02
  antenna_found_initial: 0
  grt_pass1_wl_um: 538
  grt_overflow_total: 0
yosys:
  yosys_cells: 19
  synth-seq-cells: 6
  synth.avg_cell_area_sq_um: 10.3
  yosys_area_sq_um: 195
  syn_inst: 19
  synthesis.area_sq_um: 195
  yosysUniqueCellTypes: 12
  yosys_warnings: 1
final_layout:
  final_layout_top_logic_cells: "buf_4, nor2b_1, clkbuf_4, dlxtn_1"
  drive_above_1_share_pct: 36.7
  fin_area_sq_um: 342
  area_delta_synth_final_pct: 75.0
  layout.cells.most_common: "buf_4"
worst_setup_path:
  critPathLaunch: "current_state[1]"
  critPathKind: "reg2out"
  endpoint: "seq_seen"
  cp-end-kind: "output port"
  cp_max_fo: 2
  crit_required_ps: 800
  cp-start-kind: "flip-flop"
  cp.arrival_ps: 800
routing:
  ant_nets: 0
  wire_per_inst_um: 5.21
  drc: 0
  finalWirelength_um: 396
  antenna_cells: 0
  dr_total_vias: 163
  avgViaCountPerCell: 2.14
  drt-pass1-iter-count: 3
  drt_iter0_markers: 1
clock_network:
  cts_tree: "done"
  clockBufferDepth: 2
  cts_buffers: 3
  clk_pin_slew_ps: 40
  cts_max_level: 1
  clockRootBuffer: "clkbuf_4"
floorplanning:
  ios: 4
  dieHeight_um: 80
  core_sq_um: 3420
  fp-row-count: 21
  fp.dieArea_sq_um: 6400
  die_w_um: 80
  initCoreUtil_pct: 5.71
power_and_ir_drop:
  ir_worst_vdd_v: 0.000104
  powerDensity_nw_per_um2: 1040
  p_leak_nw: 0.135
  total_power_mw: 0.356
worst_hold_path:
  hp-class: "in2reg"
==> area by class of cell <==
type | instances | area (sq um)
Sequential cell | 6 | 108
Multi-Input combinational cell | 12 | 91.3
Timing Repair Buffer | 7 | 55.1
Clock buffer | 4 | 26.3
Fill cell | 399 | 3070
Tap cell | 46 | 57.6
Inverter | 1 | 3.75
==> how the worst min path moves through the flow <==
| stage | startpoint | to | slack [ps] | depth (start not counted) |
|---|---|---|---|---|
| final | reset | current_state[0] | 560 | 2 |
| after CTS | reset | current_state[0] | 550 | 2 |
| after global routing | reset | current_state[0] | 570 | 2 |
==> registers in the layout, indices dropped and copies added (netlist names) <==
signal / flops
current_state: 3
next_state: 3
==> what timing repair did <==
| item | 4_1_cts | 5_1_grt |
|---|---|---|
| buffers inserted | 1 | 0 |
| gates resized | 5 | 1 |
| endpoints found under the setup margin | 1 | 1 |
| hold buffers | 0 | 0 |
==> per-layer routing <==
metal	wire length, um	up-vias
li1	-	88
met1	194	72
met2	167	3
met3	34	0
met4	0	0
met5	0	-
==> cells in the mapped netlist <==
| library cell | instances | area [sq um] |
|---|---|---|
| dlxtn_1 | 3 | 45.0 |
| nor2_1 | 1 | 3.75 |
| o21a_1 | 1 | 7.51 |
| or3_1 | 1 | 6.26 |
| nor2b_1 | 3 | 18.8 |
| nor4bb_1 | 1 | 10.0 |
| nand3b_1 | 1 | 7.51 |
| nor3b_1 | 2 | 15.0 |
| inv_1 | 1 | 3.75 |
| xnor2_1 | 1 | 8.76 |
| nor4b_1 | 1 | 8.76 |
| dfxtp_1 | 3 | 60.1 |
==> cells by family (layout without fill, tap and decap cells) <==
group                     Yosys count  in the layout  share of synthesized area, %
and+or+nand+nor                    10             10                          35.9
buffers and inverters               1             12                          1.92
DFF                                 3              3                          30.8
AOI/OAI and AO/OA                   1              1                          3.85
latches                             3              3                          23.1
xor gates and xnor gates            1              1                          4.49
==> stage by stage <==
stage	cells	setup slack, ps	TNS [ps]	utilization (%)
after floorplan	19	328	0	-
after global placement	71	-173	-173	8.94
after detailed placement	71	-169	-169	8.94
after CTS	76	-14.7	-14.7	9.96
after global routing	76	-42.3	-42.3	10.0
final	76	2.90	0	10.0
==> where the power goes <==
part	leakage [nW]	internal [mW]	switching [mW]
Sequential	0.0490	0.123	0.000979
Clock	0.0150	0.149	0.0619
Combinational	0.0708	0.0130	0.00818
Total	0.135	0.285	0.0710
==> worst max-delay path, cell delays in order (launching register included) <==
cell and delay, ps:
dfxtp_2 310, nor3b_2 150, buf_2 110
Power figures rest on the tool's default switching activity, not on a simulated workload.
